--- /design/flow/run.sh ---
#!/bin/bash
# OpenROAD 26Q1-2900-gdf79404cd8, Yosys 0.63+post, stock flow scripts
make -C /OpenROAD-flow-scripts/flow DESIGN_CONFIG=/design/flow/config.mk WORK_HOME=/design/flow/orfs finish
--- /design/flow/config.mk ---
export PLATFORM = sky130hd
export DESIGN_NAME = memory_bank
export DESIGN_NICKNAME = memory_bank
export VERILOG_FILES = /design/flow/design.v
export SDC_FILE = /design/flow/constraint.sdc
export NUM_CORES = 4
export LEC_CHECK = 1
export CORE_UTILIZATION = 30
export SYNTH_HDL_FRONTEND = slang
export SYNTH_MEMORY_MAX_BITS = 65536
--- /design/flow/constraint.sdc ---
current_design memory_bank

set clk_period 29.8
set clk_io_pct 0.2

create_clock -name clk0 -period $clk_period [get_ports {clk}]

set non_clock_inputs [all_inputs -no_clocks]
set_input_delay [expr $clk_period * $clk_io_pct] -clock clk0 $non_clock_inputs
set_output_delay [expr $clk_period * $clk_io_pct] -clock clk0 [all_outputs]
--- /design/flow/design.v ---
module memory_bank #(
  parameter int WIDTH = 32,
  parameter int DEPTH = 256
)(
  input  logic                 clk,
  input  logic                 we,
  input  logic [$clog2(DEPTH)-1:0] waddr,
  input  logic [WIDTH-1:0]     wdata,
  input  logic [$clog2(DEPTH)-1:0] raddr,
  output logic [WIDTH-1:0]     rdata
);
  logic [WIDTH-1:0] mem [0:DEPTH-1];
  always_ff @(posedge clk) begin
    if (we) mem[waddr] <= wdata;
    rdata <= mem[raddr];
  end
endmodule
==> metrics.yaml <==
critical_path:
  criticalPathCategory: "in -> reg"
  cp-end-kind: "register"
  cpPeakStageDelay_ps: 700
  crit_family: "buffers and inverters"
  worst_ep_arrival_time_ps: 13740
  slowest_stage: "buf_4"
  crit_chain: "buf_16 > buf_4 > buf_4 > buf_4 > buf_4 > buf_4 > buf_4 > buf_4 > buf_4 > mux4_2 > a21oi_1 > a21oi_1 > nand4_1 > nor2_1 > nor4bb_1"
  crit_top_cell: "buf_4"
  cp_num_buf_inv: 9
  start_kind: "input pin"
  cp_max_fo: 76
  worstPathRequired_ps: 30860
placement:
  dp_slack_ps: 15910
  routabilityCongestion: 0.965
  placed_area_sq_um: 339000
  hpwlAfterDp_mm: 586
  io_buffers: 81
  dp_cells: 28600
final_timing:
  fin_skew_ps: 68.7
  slew_violations: 6
  hold_viol_final: 0
  fin_ws_ps: 17120
  finalCritPeriodShare_pct: 42.6
  rsz0062_at_grt: "no"
  fin_tns_setup_ps: 0
  setup_violations: 0
  slew_headroom_pct: -15.8
  max_freq_ghz: 0.0789
  min_period_ps: 12680
  whs_ps: 1080
  worstMarginPinSlew_ps: 1740
synthesis:
  ys.flop_type: "edfxtp_1"
  ys.flops: 8224
  yosysTopAreaCell: "edfxtp_1"
  ys_cells: 14400
  synth_seq_share_pct: 78.1
  synth.distinct_cells: 62
  synth_chip_area_sq_um: 316000
  top_cells_by_area: "edfxtp_1, mux4_2, mux2i_1, o221ai_1, a21oi_1"
  avgSynthCellArea_sq_um: 21.9
  netlist_instances: 14400
  ys.warnings.count: 0
  syn_area_sq_um: 316000
  top_area_share_pct: 77.9
  ys_async_sr_fraction_pct: 0
  synth-edff-count: 8192
clocking:
  clock-sinks: 8224
  clk_latency_ps: 1170
  cts_made_buffers: 815
  cts_root_buf: "clkbuf_16"
  clk_pin_slew_worst_paths_ps: 60
  cts_max_level: 6
  postCtsSetupBuffers: 0
  clockBufferDepth: 4
  hold_buffers: 0
  cts_tree: "done"
  cts-resized-gates: 0
cells_and_area:
  stdcell_count: 30200
  final_util_pct: 34.7
  drive_gt1_share_pct: 25.6
  area_growth_syn_to_layout_pct: 15.4
  design_area_sq_um: 364000
worst_hold_path:
  hold_path_class: "reg -> reg"
grt:
  grt_usage_pct: 19.4
  antenna_found_initial: 83
  grt_pass1_wl_mm: 1330
  first_global_vias: 167000
  grt_max_degree: 94
  grt_overflow: 0
power:
  power.total_mw: 23.6
  ir_worst_vdd_mv: 0.0737
  power_density_nw_per_um2: 64.9
  leakagePower_nw: 113
run:
  warning_count: 27
  drv_cap: 2
status:
  violations: "antenna rules, capacitance limit, slew limit"
  outcome: "finished with violations"
die:
  rows: 376
  coreArea_sq_um: 1050000
  initCoreUtil_pct: 30.1
  die_w_mm: 1.03
  chipArea_sq_um: 1060000
  ios: 82
  chipHeight_mm: 1.03
drt:
  detail_route.first_pass.iterations: 9
  drtIter0Drc: 11200
  wl_mm: 964
  drcViolationCount: 0
  avgRoutedWirePerCell_um: 31.9
  ant_nets: 1
  viasPerCell: 5.15
  vias: 155000
## sequential cells by signal (all words and copies together) (netlist names)
signal  cells
rdata      32
mem      8192
## report_power, final
group	switching [mW]	internal, mW
clock	4.31	5.30
combinational	0.850	0.400
sequential	0.0410	12.8
## cell families after synthesis
logic type / Yosys count / share of synthesized area, %
DFF: 8224 / 78.1
buffers and inverters: 904 / 1.68
muxes: 2877 / 15.3
AOI/OAI and AO/OA: 1422 / 3.26
and+or+nand+nor: 1008 / 1.62
## cell type report
class                           instances  area, sq um
Fill cell                           95200       684000
Sequential cell                      8224       247000
Multi-Input combinational cell       5307        66400
Clock buffer                         1039        21500
Tap cell                            14000        17500
Timing Repair Buffer                 1076         8700
Clock inverter                        436         3170
Antenna cell                           87          218
Inverter                               27          116
## final timing paths
kind | start | end | slack, ps | cells after the start
min reg2reg | mem[114][3]$_DFFE_PP_ | rdata[3]$_DFF_P_ | 1080 | 6
max | raddr[0] | rdata[31]$_DFF_P_ | 17120 | 15
max reg2reg | mem[114][8]$_DFFE_PP_ | rdata[8]$_DFF_P_ | 25610 | 7
min | mem[114][3]$_DFFE_PP_ | rdata[3]$_DFF_P_ | 1080 | 6
## Yosys cell counts (all sizes together), types with 2 or more instances
cell type / instances
edfxtp: 8192
mux4: 1544
mux2i: 1234
buf: 490
clkbuf: 387
nor2: 383
o221ai: 383
a21oi: 313
o22ai: 181
nor3: 139
a22oi: 131
mux2: 99
a221oi: 97
nand3: 85
a211oi: 74
a2111oi: 67
nand4: 67
nand2: 63
nor2b: 59
nand2b: 53
o21ai: 50
nor4: 44
o211ai: 35
dfxtp: 32
or3: 28
a311oi: 26
inv: 26
or4: 25
a22o: 22
or2: 20
and4bb: 15
o2111ai: 10
a31oi: 9
nor4b: 9
o21a: 8
o31ai: 5
a211o: 4
nor4bb: 4
and2: 3
and3: 3
nand3b: 2
or3b: 2
## placed cells by master (no fill, tap or decap), drive strengths merged, types with 20 or more instances in the layout
master and instances:
a311oi 26, mux2 99, nand3 85, a22oi 131
a211oi 74, dfxtp 32, nor2b 59, clkinv 378
nor2 383, nand4 67, a2111oi 67, or4 25
a221oi 97, inv 56, bufinv 24, o21ai 50
buf 1032, nand2 63, or2 20, nor4 44
a21oi 313, o221ai 383, diode 87, clkbuf 1039
a22o 22, or3 28, clkdlybuf4s50 43, o211ai 35
nor3 139, mux4 1544, mux2i 1234, edfxtp 8192
o22ai 181, nand2b 53
## metal layers
layer | share of wire (%) | track usage, % | vias to the layer above
met5 | 0.37 | 2.77 | -
met4 | 5.9 | 8.98 | 93
met3 | 20 | 17.8 | 1864
li1 | - | - | 63600
met2 | 45 | 28.3 | 11200
met1 | 28 | 18.2 | 78600
## worst reg2reg max path: stages (launching register included)
cell and delay [ps]:
edfxtp_1 320, mux2i_1 60, o221ai_1 1000, nor3_1 160, a211oi_1 1230, nand4_1 690
nor2_1 440, and4bb_1 230
No activity file was given, so power comes from the tool's default toggle rates.
