==> flow/config.mk <==
export PLATFORM = sky130hd
export DESIGN_NAME = quantizer_unit
export DESIGN_NICKNAME = quantizer_unit
export VERILOG_FILES = /design/flow/design.v
export SDC_FILE = /design/flow/constraint.sdc
export NUM_CORES = 4
export LEC_CHECK = 1
export CORE_UTILIZATION = 30
export SYNTH_HDL_FRONTEND = slang
==> flow/constraint.sdc <==
current_design quantizer_unit

set clk_period 27.6
set clk_io_pct 0.2

create_clock -name clk0 -period $clk_period

set non_clock_inputs [all_inputs -no_clocks]
set_input_delay [expr $clk_period * $clk_io_pct] -clock clk0 $non_clock_inputs
set_output_delay [expr $clk_period * $clk_io_pct] -clock clk0 [all_outputs]
==> flow/design.v <==
module quantizer_unit #(
  parameter int IN_W = 16
)(
  input  logic signed [IN_W-1:0] in_fx,
  input  logic [4:0] shift,
  output logic signed [7:0] q8,
  output logic signed [3:0] q4,
  output logic        qb
);
  logic signed [IN_W:0] in_ext;
  logic signed [IN_W:0] rounded;
  logic signed [IN_W:0] shifted;
  logic signed [IN_W:0] half_lsb;
  always_comb begin
    in_ext   = $signed({in_fx[IN_W-1], in_fx});  
    qb       = (in_fx >= 0);
    half_lsb = '0;
    rounded  = in_ext;
    shifted  = in_ext;
    q8       = 8'sd0;
    q4       = 4'sd0;
    if (shift != 0) begin
      half_lsb = $signed({{IN_W{1'b0}}, 1'b1}) <<< (shift-1);  
      if (in_ext >= 0) rounded = in_ext + half_lsb;
      else             rounded = in_ext - half_lsb;
      shifted = rounded >>> shift;
    end
    if (shifted > 127)        q8 = 8'sd127;
    else if (shifted < -128)  q8 = -8'sd128;
    else                      q8 = shifted[7:0];
    if (shifted > 7)          q4 = 4'sd7;
    else if (shifted < -8)    q4 = -4'sd8;
    else                      q4 = shifted[3:0];
  end
endmodule
==> flow/run.sh <==
#!/bin/bash
# OpenROAD 26Q1-2900-gdf79404cd8, Yosys 0.63+post, stock flow scripts
make -C /OpenROAD-flow-scripts/flow DESIGN_CONFIG=/design/flow/config.mk WORK_HOME=/design/flow/orfs finish
==> flow_summary.rst <==
Implementation results
======================

.. list-table::
   :header-rows: 1

   * - Metric
     - Value
   * - Outcome
     - finished, final reports clean
   * - Max_slew headroom
     - 0.3199
   * - Min Clock Period, post-route
     - about 19 ns
   * - Vias in the first global route
     - 3974
   * - Psw
     - 69.81 uW
   * - Ranking of synthesized cells by instance count
     - 63 x sky130_fd_sc_hd__nand2_1, 55 x sky130_fd_sc_hd__nor2_1, 45 x sky130_fd_sc_hd__o21ai_0
   * - Critical path start-end classification
     - in -> out
   * - Routed wirelength normalized by instance count
     - between 20 and 25 microns
   * - I/O pin count
     - 34
   * - Die span in y
     - 109.5 microns
   * - Number of maximum-capacitance violations
     - 0
   * - Largest cells by area
     - sky130_fd_sc_hd__nand2_1 6.8%, sky130_fd_sc_hd__ha_1 6.5%, sky130_fd_sc_hd__o21ai_0 6.5%, sky130_fd_sc_hd__nor2_1 6.0%, sky130_fd_sc_hd__a21oi_1 5.5%
   * - Area of the core region
     - 11030 sq um
   * - Final cell utilization of the core
     - 0.3503
   * - Vias per inst
     - 6.577
   * - Core utilization at floorplan
     - 0.3141
   * - Crit path setup slack, layout
     - 8.583 ns
   * - Global router's overall resource usage
     - 0.2452
   * - Cell Area, Synth
     - ~3500 sq um
   * - Maximum fanout along the worst path
     - 34
   * - Total routed wirelength
     - 14300 microns
   * - Pleak
     - ~0.0014 uW
   * - Power share of the clock group
     - 0
   * - N_diodes
     - 0
   * - Die area
     - 11980 sq um
   * - Summed negative setup slack over all endpoints
     - 0 ns
   * - Layout cells sized above 1
     - 0.06341
   * - Cell internal power dissipation
     - 43.07 uW
   * - Number of cells upsized or downsized after cts
     - 0
   * - Count of cells along the worst hold path
     - 4
   * - Final hold violation count
     - 0
   * - Wire length of the first global-routing pass
     - 22240 microns
   * - Warning total across the stage logs
     - 32
   * - Number of buffers inserted by hold repair at cts
     - 0
   * - Chip width
     - around 110 microns
   * - Total number of placement rows
     - 38
   * - Cell count after synthesis
     - 549
   * - Worst slack at placement
     - 8.820 ns
   * - Max VDD drop
     - 0.01177 mV
   * - Kind of launch point of the worst setup path
     - input pin
   * - Mean Syn Cell Area
     - 6.311 sq um
   * - Initial antenna violation count
     - 0
   * - Post-synthesis cell count from yosys
     - between 500 and 600
   * - Xor/xnor share
     - 0.02528
   * - Synth mux share
     - 0.04298
   * - Initial detailed-routing violation count
     - 609
   * - Arrival time at the worst endpoint
     - about 14 ns
   * - Buffers on Ports
     - 34
   * - AND-OR/OR-AND share of the synthesized area
     - 0.4828
   * - Switching portion of total power
     - 0.6185
   * - Setup repair after global routing missed its margin
     - false
   * - Highest clock frequency the design can meet
     - 0.05258 GHz
   * - Share of synthesized area occupied by flip-flops and latches
     - 0
   * - Top-area cell type share of the netlist area
     - 0.06826
   * - Portion of the clock cycle consumed by the worst path in the final layout
     - 0.6890
   * - Setup-failing EPs final
     - 0
   * - Remaining antenna violation count
     - 0
   * - Summed standard-cell area reported by yosys
     - 3465 sq um
   * - Main logic family after synthesis
     - AND-OR/OR-AND gates
   * - Weighted congestion at the end of routability-driven global placement
     - 0.9679
   * - Global-route congestion overflow total
     - 0
   * - Sequential fraction of design power
     - 0
   * - Power Density
     - 29.21 nW/um^2
   * - HPWL after DPL
     - 11140 microns
   * - Sequential cell area
     - 0 sq um
   * - Min-delay worst type
     - in -> out
   * - Number of remaining DRC errors
     - 0
   * - Number of setup buffers added after CTS
     - 0
   * - Synthesized-area fraction occupied by adder cells
     - 0.07078
   * - Pre-antenna DRT Iters
     - 6
   * - Pin slew with the least headroom to its limit
     - 0.9918 ns
   * - Warnings from Yosys
     - 0
   * - Layout-stage area growth over the synthesis result
     - 11.52%
   * - Category of the worst setup path capture point
     - primary output
   * - Count of final max-slew check failures
     - 0
   * - Synth unique cells
     - approximately 86
   * - Cell taking the most area after synthesis
     - sky130_fd_sc_hd__nand2_1
   * - Number of sequential storage elements
     - 0
   * - Simple-Gate Area Share
     - 0.3070
   * - Yosys top cell by instances
     - sky130_fd_sc_hd__nand2_1
   * - Pin count of the biggest net entering global routing
     - ~53
   * - Required time reported for the critical path endpoint
     - 22.08 ns
   * - Total of clock buffers placed in the layout
     - 0
   * - Total number of vias
     - 4551
   * - Combinational power share
     - 1.000
[layout make-up]
cell class | instances | area, sq um
multi-input combinational | 491 | 3218
tap | 140 | 175.2
timing repair buffer | 43 | 402.9
inverter | 18 | 67.56
fill | 1195 | 7167
[through the flow]
stage / hold WS [ns] / instances / total power (uW) / area, sq um
6_report: 12.30 / 692 / 112.9 / 3864
4_1_cts: 12.29 / 692 / 109.9 / 3864
3_5_place_dp: 12.30 / 692 / 109.6 / 3864
2_1_floorplan: 11.14 / 549 / 75.31 / 3465
3_3_place_gp: 12.28 / 692 / 109.4 / 3864
5_1_grt: 12.34 / 692 / 122.2 / 3864
[worst paths after layout]
path	startpoint	endpoint	slack, ns
worst min-delay path	in_fx[0]	q4[0]	12.30
worst max-delay path	shift[1]	q8[0]	8.58
[power groups by stage]
| stage | Combinational (uW) | Sequential, uW | Clock (uW) |
|---|---|---|---|
| final | 113 | 0 | 0 |
| after global routing | 122 | 0 | 0 |
| after CTS | 110 | 0 | 0 |
[metal layers]
layer,wire length (microns),vias to the layer above,track usage
met3,1351,28,0.02961
met2,6281,278,0.3792
met1,6274,2114,0.3603
li1,-,2131,-
met4,393,0,0.06190
met5,0,-,0
[critical path, stage by stage]
cell,delay (ns)
sky130_fd_sc_hd__clkdlybuf4s50_1,0.40
sky130_fd_sc_hd__buf_4,0.24
sky130_fd_sc_hd__inv_1,0.43
sky130_fd_sc_hd__ha_1,0.57
sky130_fd_sc_hd__nor2b_1,0.80
sky130_fd_sc_hd__nor3_1,0.14
sky130_fd_sc_hd__nand2_1,0.20
sky130_fd_sc_hd__ha_1,0.20
sky130_fd_sc_hd__o21a_1,0.25
sky130_fd_sc_hd__nor2_1,0.11
sky130_fd_sc_hd__a211o_1,0.27
sky130_fd_sc_hd__nand2_1,0.13
sky130_fd_sc_hd__ha_1,0.34
sky130_fd_sc_hd__a211o_1,0.39
sky130_fd_sc_hd__a211o_1,0.36
sky130_fd_sc_hd__a31oi_1,0.36
sky130_fd_sc_hd__mux2i_1,0.88
sky130_fd_sc_hd__nand3_1,0.15
sky130_fd_sc_hd__o211ai_1,0.13
sky130_fd_sc_hd__inv_1,0.10
sky130_fd_sc_hd__o31ai_1,0.41
sky130_fd_sc_hd__nand4bb_1,0.27
sky130_fd_sc_hd__o21ai_2,0.29
sky130_fd_sc_hd__o21ai_1,0.10
sky130_fd_sc_hd__clkdlybuf4s50_1,0.42
[cell usage in the layout (no fill, tap or decap), types with 11 or more instances in the layout]
master | netlist | routed
sky130_fd_sc_hd__a211oi_1 | 11 | 11
sky130_fd_sc_hd__a21oi_1 | 38 | 38
sky130_fd_sc_hd__clkdlybuf4s50_1 | 0 | 33
sky130_fd_sc_hd__ha_1 | 18 | 18
sky130_fd_sc_hd__inv_1 | 17 | 17
sky130_fd_sc_hd__nand2_1 | 63 | 63
sky130_fd_sc_hd__nand3_1 | 20 | 20
sky130_fd_sc_hd__nor2_1 | 55 | 55
sky130_fd_sc_hd__nor3_1 | 18 | 18
sky130_fd_sc_hd__o211ai_1 | 16 | 16
sky130_fd_sc_hd__o21ai_0 | 45 | 45
sky130_fd_sc_hd__o21ai_1 | 12 | 12
[cells by family after synthesis]
group,Yosys count
compound gates,232
simple gates,217
buf+inv,58
fa+ha+maj,19
mux,13
xor+xnor,10
Power and IR drop assume default switching activity.
