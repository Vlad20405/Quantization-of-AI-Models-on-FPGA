File: flow/design.v
module dense_engine #(
  parameter int IN_DIM  = 64,
  parameter int OUT_DIM = 16,
  parameter int NUM_PE  = 1
)(
  input  logic clk,
  input  logic rst_n,
  input  logic start,
  input  logic [1:0] prec,
  input  logic signed [7:0] in8 [IN_DIM],
  input  logic signed [7:0] w8  [OUT_DIM][IN_DIM],
  input  logic signed [3:0] in4 [IN_DIM],
  input  logic signed [3:0] w4  [OUT_DIM][IN_DIM],
  input  logic        inb [IN_DIM],
  input  logic        wb  [OUT_DIM][IN_DIM],
  input  logic signed [31:0] bias [OUT_DIM],
  output logic signed [31:0] out  [OUT_DIM],
  output logic done
);
  typedef enum logic [1:0] {IDLE, CALC, FINAL, DONE} state_t;
  state_t state;
  int unsigned o_idx, i_idx, f_idx;
  logic signed [31:0] acc [OUT_DIM];
  logic signed [7:0] a8_pe [NUM_PE];
  logic signed [7:0] b8_pe [NUM_PE];
  logic signed [3:0] a4_pe [NUM_PE];
  logic signed [3:0] b4_pe [NUM_PE];
  logic        ab_pe [NUM_PE];
  logic        bb_pe [NUM_PE];
  logic signed [31:0] sum_prod;
  mac_array #(.NUM_PE(NUM_PE)) u_arr(
    .prec(prec),
    .a8(a8_pe), .b8(b8_pe),
    .a4(a4_pe), .b4(b4_pe),
    .ab(ab_pe), .bb(bb_pe),
    .sum_prod(sum_prod)
  );
  integer p;
  always_comb begin
    for (p=0; p<NUM_PE; p++) begin
      int idx = i_idx + p;
      if (idx < IN_DIM) begin
        a8_pe[p] = in8[idx];
        b8_pe[p] = w8[o_idx][idx];
        a4_pe[p] = in4[idx];
        b4_pe[p] = w4[o_idx][idx];
        ab_pe[p] = inb[idx];
        bb_pe[p] = wb[o_idx][idx];
      end else begin
        a8_pe[p] = '0; b8_pe[p] = '0;
        a4_pe[p] = '0; b4_pe[p] = '0;
        ab_pe[p] = 1'b0; bb_pe[p] = 1'b0;
      end
    end
  end
  integer k;
  always_ff @(posedge clk) begin
    if (!rst_n) begin
      state <= IDLE;
      done  <= 1'b0;
      o_idx <= 0; i_idx <= 0; f_idx <= 0;
      for (k=0; k<OUT_DIM; k++) begin
        acc[k] <= 32'sd0;
        out[k] <= 32'sd0;
      end
    end else begin
      done <= 1'b0;
      case (state)
        IDLE: begin
          if (start) begin
            for (k=0; k<OUT_DIM; k++) begin
              acc[k] <= 32'sd0;
              out[k] <= 32'sd0;
            end
            o_idx <= 0; i_idx <= 0; f_idx <= 0;
            state <= CALC;
          end
        end
        CALC: begin
          acc[o_idx] <= acc[o_idx] + sum_prod;
          if (i_idx + NUM_PE >= IN_DIM) begin
            i_idx <= 0;
            if (o_idx == OUT_DIM-1) begin
              f_idx <= 0;
              state <= FINAL;
            end else begin
              o_idx <= o_idx + 1;
            end
          end else begin
            i_idx <= i_idx + NUM_PE;
          end
        end
        FINAL: begin
          out[f_idx] <= (acc[f_idx] + bias[f_idx] < 0) ? 32'sd0 : (acc[f_idx] + bias[f_idx]);
          if (f_idx == OUT_DIM-1) state <= DONE;
          else f_idx <= f_idx + 1;
        end
        DONE: begin
          done  <= 1'b1;
          state <= IDLE;
        end
      endcase
    end
  end
endmodule
module mac_array #(
  parameter int NUM_PE = 1
)(
  input  logic [1:0] prec,
  input  logic signed [7:0] a8 [NUM_PE],
  input  logic signed [7:0] b8 [NUM_PE],
  input  logic signed [3:0] a4 [NUM_PE],
  input  logic signed [3:0] b4 [NUM_PE],
  input  logic        ab [NUM_PE],
  input  logic        bb [NUM_PE],
  output logic signed [31:0] sum_prod
);
  logic signed [31:0] prod [NUM_PE];
  genvar i;
  generate
    for (i=0; i<NUM_PE; i++) begin: PE
      mac_unit u_mac(
        .prec(prec),
        .a8(a8[i]), .b8(b8[i]),
        .a4(a4[i]), .b4(b4[i]),
        .ab(ab[i]), .bb(bb[i]),
        .prod(prod[i])
      );
    end
  endgenerate
  integer k;
  always_comb begin
    sum_prod = 32'sd0;
    for (k=0; k<NUM_PE; k++) sum_prod += prod[k];
  end
endmodule
module mac_unit(
  input  logic [1:0] prec,  
  input  logic signed [7:0] a8,
  input  logic signed [7:0] b8,
  input  logic signed [3:0] a4,
  input  logic signed [3:0] b4,
  input  logic        ab,
  input  logic        bb,
  output logic signed [31:0] prod
);
  always_comb begin
    unique case (prec)
      2'd0: prod = $signed(a8) * $signed(b8);
      2'd1: prod = $signed(a4) * $signed(b4);
      default: prod = (ab == bb) ? 32'sd1 : -32'sd1;
    endcase
  end
endmodule
module mixed_precision_ctrl(
  input  logic       clk,
  input  logic       rst_n,
  input  logic       load,
  input  logic [1:0] layer_prec,
  output logic [1:0] active_prec
);
  always_ff @(posedge clk) begin
    if (!rst_n) active_prec <= 2'd0;
    else if (load) active_prec <= layer_prec;
  end
endmodule
module qnn_accel_top #(
  parameter int IN_DIM  = 64,
  parameter int OUT_DIM = 16,
  parameter int NUM_PE  = 1
)(
  input  logic clk,
  input  logic rst_n,
  input  logic start,
  input  logic [1:0] layer_prec,
  input  logic signed [7:0] in8 [IN_DIM],
  input  logic signed [7:0] w8  [OUT_DIM][IN_DIM],
  input  logic signed [3:0] in4 [IN_DIM],
  input  logic signed [3:0] w4  [OUT_DIM][IN_DIM],
  input  logic        inb [IN_DIM],
  input  logic        wb  [OUT_DIM][IN_DIM],
  input  logic signed [31:0] bias [OUT_DIM],
  output logic signed [31:0] out [OUT_DIM],
  output logic done
);
  logic [1:0] active_prec;
  logic load_prec;
  logic run_dense;
  logic dense_done;
  mixed_precision_ctrl u_prec(
    .clk(clk), .rst_n(rst_n),
    .load(load_prec),
    .layer_prec(layer_prec),
    .active_prec(active_prec)
  );
  dense_engine #(.IN_DIM(IN_DIM), .OUT_DIM(OUT_DIM), .NUM_PE(NUM_PE)) u_dense(
    .clk(clk), .rst_n(rst_n),
    .start(run_dense),
    .prec(active_prec),
    .in8(in8), .w8(w8),
    .in4(in4), .w4(w4),
    .inb(inb), .wb(wb),
    .bias(bias),
    .out(out),
    .done(dense_done)
  );
  scheduler_ctrl u_sched(
    .clk(clk), .rst_n(rst_n),
    .start(start),
    .load_prec(load_prec),
    .run_dense(run_dense),
    .dense_done(dense_done),
    .done(done)
  );
endmodule
module qnn_fpga_wrapper #(
  parameter int IN_DIM  = 64,
  parameter int OUT_DIM = 16,
  parameter int NUM_PE  = 1
)(
  input  logic clk,
  input  logic rst_n,
  input  logic start,
  output logic done
);
  logic [1:0] layer_prec;
  logic signed [7:0]  in8  [IN_DIM];
  logic signed [7:0]  w8   [OUT_DIM][IN_DIM];
  logic signed [3:0]  in4  [IN_DIM];
  logic signed [3:0]  w4   [OUT_DIM][IN_DIM];
  logic        inb [IN_DIM];
  logic        wb  [OUT_DIM][IN_DIM];
  logic signed [31:0] bias [OUT_DIM];
  logic signed [31:0] out  [OUT_DIM];
  integer i, j;
  initial begin
    layer_prec = 2'b00;  
    for (i = 0; i < IN_DIM; i = i + 1) begin
      in8[i] = '0;
      in4[i] = '0;
      inb[i] = 1'b0;
      for (j = 0; j < OUT_DIM; j = j + 1) begin
        w8[j][i] = '0;
        w4[j][i] = '0;
        wb[j][i] = 1'b0;
      end
    end
    for (j = 0; j < OUT_DIM; j = j + 1) begin
      bias[j] = '0;
    end
  end
   qnn_accel_top #(
    .IN_DIM(IN_DIM),
    .OUT_DIM(OUT_DIM),
    .NUM_PE(NUM_PE)
  ) dut (
    .clk(clk),
    .rst_n(rst_n),
    .start(start),
    .layer_prec(layer_prec),
    .in8(in8), .w8(w8),
    .in4(in4), .w4(w4),
    .inb(inb), .wb(wb),
    .bias(bias),
    .out(out),
    .done(done)
  );
  logic [31:0] _unused_ok;
  always_comb _unused_ok = out[0];
endmodule
module scheduler_ctrl(
  input  logic clk,
  input  logic rst_n,
  input  logic start,
  output logic load_prec,
  output logic run_dense,
  input  logic dense_done,
  output logic done
);
  typedef enum logic [2:0] {S_IDLE, S_LOAD, S_START, S_WAIT, S_DONE} st_t;
  st_t st;
  always_ff @(posedge clk) begin
    if (!rst_n) begin
      st <= S_IDLE;
      load_prec <= 1'b0;
      run_dense <= 1'b0;
      done      <= 1'b0;
    end else begin
      load_prec <= 1'b0;
      run_dense <= 1'b0;
      done      <= 1'b0;
      case (st)
        S_IDLE: begin
          if (start) st <= S_LOAD;
        end
        S_LOAD: begin
          load_prec <= 1'b1;    
          st <= S_START;
        end
        S_START: begin
          run_dense <= 1'b1;    
          st <= S_WAIT;
        end
        S_WAIT: begin
          if (dense_done) st <= S_DONE;
        end
        S_DONE: begin
          done <= 1'b1;         
          st <= S_IDLE;
        end
        default: st <= S_IDLE;
      endcase
    end
  end
endmodule
File: flow/run.sh
#!/bin/bash
# OpenROAD 26Q1-2900-gdf79404cd8, Yosys 0.63+post, stock flow scripts
make -C /OpenROAD-flow-scripts/flow DESIGN_CONFIG=/design/flow/config.mk WORK_HOME=/design/flow/orfs finish
File: flow/config.mk
export PLATFORM = sky130hd
export DESIGN_NAME = qnn_fpga_wrapper
export DESIGN_NICKNAME = qnn_fpga_wrapper
export VERILOG_FILES = /design/flow/design.v
export SDC_FILE = /design/flow/constraint.sdc
export NUM_CORES = 4
export LEC_CHECK = 1
export CORE_UTILIZATION = 40
export SYNTH_HDL_FRONTEND = slang
File: flow/constraint.sdc
current_design qnn_fpga_wrapper

set clk_period 7.2
set clk_io_pct 0.2

create_clock -name clk0 -period $clk_period [get_ports {clk}]

set non_clock_inputs [all_inputs -no_clocks]
set_input_delay [expr $clk_period * $clk_io_pct] -clock clk0 $non_clock_inputs
set_output_delay [expr $clk_period * $clk_io_pct] -clock clk0 [all_outputs]
==> results.txt <==
State of the implementation.

- The overall die width is 123 µm, for reference.
- The total of fill cells in the finished design is 1351, for reference.
- The number of cell instances after yosys synthesis is about 710, for reference.
- The area growth from synthesis to final layout is 7.02%, for reference.
- The detailed router finished its first iteration with a little over 500 violations.
- The final standard cell utilization of the core is between 40% and 50%, for reference.
- After synthesis, the share of flip-flops with an asynchronous set or reset is 0%.
- The element type at the critical path end is a flip-flop, for reference.
- For this design the top-level I/O count stands at 4.
- The flow reports that combinational logic draws 3.4% of the design power.
- The tally of yosys warning messages is 0, for reference.
- The total of max-cap violations is 0, for reference.
- The completed layout was analyzed and its total power is 1.13 mW.
- The CTS sink count is about 110, for reference.
- The cell count after synthesis came out at 714.
- The chip occupies 0.0151 mm².
- Measured against its own limit, the worst slew margin works out to approximately 36%.
- The CTS tree is built, for reference.
- After detailed placement, the design holds a cell count of about 860.
- The sum of overflow across all layers after global routing is 0, for reference.
- The OpenROAD warning count is 25, for reference.
- At the end of routability-driven placement, the weighted congestion stood at 0.842.
- The number of setup buffers added after CTS is 0.
- The number of H-tree levels is 3, for reference.
- The area of combinational cells with multiple inputs is 0.00339 mm², for reference.
- The report puts the hold buffer count at CTS at 0.
- Registers are responsible for around 53% of the overall power.
- The library cell occupying the most area in the post-synthesis netlist is dfxtp_1, for reference.
- Summed over its instances, the top area cell type makes up 37.1% of the synthesized netlist area.
- The number of hold violations in the final report is 0, for reference.
- Per the finish-stage timing summary, setup violations number 0.
- In the routed layout, each cell is associated on average with a via count of about 6.1.
- Counting I/O delays and the setup requirement, the final critical path takes 3910 ps.
- Timing would allow up to 256 MHz.
- The number of global-route vias before repair was 4677.
- Yosys attributes the largest share of cell area to dfxtp_1 (37%), nand4_1 (4.4%), and3_1 (4.2%).
- The cell area that synthesis handed to floorplanning was 0.00583 mm².
- For the worst setup path, the data required time is ~7400 ps.
- The report shows a maximum critical-path fanout of 53.
- Max-slew check failures listed in the final report amount to 0.
- Before placement the cells fill 41.5% of the core.
- In the log, the iteration count for the first detailed-route pass is 5.
- The antenna diode count is 0, for reference.
- Data on the critical path arrives at its endpoint at 4130 ps.
- Post-CTS repair ended up resizing 0 cells.
- The detailed placement HPWL is 8830 µm, for reference.
- For the pin with the worst max-slew slack, the measured transition is between 900 and 1000 ps.
- As reported, the later end of the worst-skew pair has a clock insertion delay of 360 ps.
- The clock power share is 43.5%, for reference.
- Setup repair after global routing left no endpoint under its margin.
- Per the final layout report, the fraction of cells sized above drive strength 1 comes to 5.15%.
- Per the post-CTS timing run, clock transition at the registers of the reported paths is 70 ps.
- After floorplanning, the core was divided into 43 placement rows.
- The vias after detailed routing is about 5400, for reference.
- The type of element launching the critical path is a flip-flop, for reference.
- The post-synth area from yosys stat is roughly 0.0058 mm², for reference.
- Averaged over all synthesized cells, the footprint is 8.16 µm².
- In this run the clock root is driven by a clkbuf_16.
- During placement, the flow inserted port buffers numbering 3.
- The number of antenna-violating nets in the routed design is 0, for reference.
- OpenROAD reports that the post-layout worst path occupies a little over half of the period.
- In this run, synthesis inferred 0 flip-flops with an integrated enable.
- The static leakage is 1.99 nW, for reference.
- The final layout reports a setup TNS of 0 ps.
- The global-route wire length before repair is 23400 µm, for reference.
- The type recorded for the worst min-delay path is flip-flop to flip-flop.
- Summing the sequential cell areas from Yosys gives 37.1% of the chip area.
- The placeable core region is 0.0140 mm², for reference.
- The run finished with clean final reports.
- The layout report lists the combined flip-flop and latch area as 0.00216 mm².
- Clock skew on the completed layout was measured at between 10 and 15 ps.
- In this run the power density over the cells is between 150 and 200 mW/mm².
- Counting along the longest clock path gives a buffer depth of 2.
- Post-synth the commonest register cell is dfxtp_1.
- The number of non-filler instances in the completed layout is between 800 and 900, for reference.
- In this run the power spent charging and discharging nets is about 0.25 mW.
- The flip-flop and latch count after synthesis is 108, for reference.
- The initial antenna violation count is 0, for reference.
- The count of distinct cell types in the synthesized netlist is 61, for reference.
- The average routed wire per standard cell is approximately 16 µm, for reference.
- The DRC violation count after routing is 0, for reference.
- The critical path in this run is classified as flip-flop to flip-flop.
- Wires add up to 13900 µm.
- Cell internal power was estimated by the tool at 0.877 mW.
- The die boundary height is 123 µm, for reference.
- The maximum ir drop on the vdd rail is between 0.1 and 0.15 mV, for reference.
- The CTS report gives the tree buffer count as 9.
- Per the breakdown, switching nets consume 22.3% of all power.
- Summed over all routing layers, the global router reports a total usage of 19.5%.
- The largest net degree at the start of global routing is 71, for reference.
per-layer routing:
layer	vias to the layer above	share of wire, %	track usage (%)
li1	2733	-	-
met3	7	4.2	3.27
met5	-	0	0
met4	0	0.75	1.45
met1	2544	51	30.9
met2	106	44	29.4
worst paths after layout:
path	start	depth (start not counted)	slack (ps)	to
max	dut.u_dense.i_idx[0]$_SDFFE_PN0P_	11	3290	dut.u_dense.o_idx[30]$_SDFFE_PN0P_
min	dut.u_sched.st[3]$_DFF_P_	1	440	dut.u_sched.st[2]$_DFF_P_
max reg2reg	dut.u_dense.i_idx[0]$_SDFFE_PN0P_	11	3290	dut.u_dense.o_idx[30]$_SDFFE_PN0P_
min reg2reg	dut.u_sched.st[3]$_DFF_P_	1	440	dut.u_sched.st[2]$_DFF_P_
area by class of cell:
class | instances | area share [%]
Sequential cell | 108 | 34.7
Multi-Input combinational cell | 544 | 54.3
Tap cell | 180 | 3.61
Clock inverter | 4 | 0.802
Inverter | 16 | 0.963
Timing Repair Buffer | 15 | 1.85
Clock buffer | 12 | 3.79
cells in the final DEF (no fill, tap or decap), drive strengths merged, types with 3 or more instances in the layout:
cell type,n
a211o,3
a211oi,5
a21oi,34
a31oi,10
a32o,4
and2,10
and3,39
and4,7
buf,13
clkbuf,12
dfxtp,108
ha,3
inv,16
mux2i,9
nand2,60
nand2b,11
nand3,43
nand3b,3
nand4,42
nand4b,6
nor2,38
nor3,26
nor4,39
o2111ai,6
o211ai,12
o21a,10
o21ai,20
o221ai,6
o2bb2ai,3
o311ai,4
o31a,9
o31ai,20
or3,9
or4,20
xnor2,8
xor2,4
state kept, by name, summed over array words and instances, names as in the netlist:
signal                 cells
dut.u_dense.state          4
dut.u_dense.i_idx         32
dut.u_dense.done           1
dut.u_dense.o_idx         32
dut.u_sched.st             5
dut.u_sched.run_dense      1
dut.u_dense.f_idx         32
dut.u_sched.done           1
synthesized netlist by cell type (all sizes together) (11+ instances only):
cell type / instances
dfxtp: 108
nand2: 60
nand3: 43
nand4: 42
and3: 39
nor4: 39
nor2: 38
clkbuf: 36
a21oi: 34
nor3: 26
o21ai: 20
o31ai: 20
or4: 20
inv: 16
o211ai: 12
nand2b: 11
worst max-delay path, stage by stage, from the launching register on:
cell and delay, ps:
dfxtp_1 390, ha_1 230, nand3_1 260, nor4_1 540
o2111ai_1 190, a211oi_2 280, or4b_4 520, nor3_4 160
buf_4 370, buf_4 500, nor4_1 150, mux2i_1 140
kinds of logic (layout without fill, tap and decap cells):
kind of cell	Yosys count	in the layout	synth area share, %
adder cells (fa/ha/maj)	3	3	0.644
flip-flops	108	108	37.1
AND-OR/OR-AND	160	160	19.3
AND/OR/NAND/NOR	360	360	34.7
multiplexers	9	9	1.55
XOR/XNOR	12	12	1.80
buffers and inverters	62	47	4.87
metrics by stage:
step / hold WS [ps] / setup WS [ps] / cell area (µm²)
after floorplan: 407 / 4170 / 5830
after global placement: 427 / 3460 / 5950
after detailed placement: 421 / 3390 / 5950
after CTS: 447 / 3360 / 6240
after global routing: 482 / 2980 / 6240
final: 442 / 3290 / 6240
power groups by stage:
| stage | Combinational [mW] | Sequential (mW) | Clock (mW) |
|---|---|---|---|
| finish | 0.0380 | 0.600 | 0.491 |
| global route | 0.0417 | 0.600 | 0.528 |
| CTS | 0.0378 | 0.600 | 0.504 |
No activity file was given, so power comes from the tool's default toggle rates.
